$ cat design/flow/design.v
module counter #(parameter n = 20)
(input logic osc_clk, output logic clock);
logic [n-1:0] count;
always_ff @(posedge osc_clk) begin
 count <= count + 1;
end
assign clock = count[n-1];
endmodule
$ cat design/flow/run.sh
#!/bin/bash
# OpenROAD 26Q1-2900-gdf79404cd8, Yosys 0.63+post, stock flow scripts
make -C /OpenROAD-flow-scripts/flow DESIGN_CONFIG=/design/flow/config.mk WORK_HOME=/design/flow/orfs finish
$ cat design/flow/config.mk
export PLATFORM = sky130hd
export DESIGN_NAME = counter
export DESIGN_NICKNAME = counter
export VERILOG_FILES = /design/flow/design.v
export SDC_FILE = /design/flow/constraint.sdc
export NUM_CORES = 4
export LEC_CHECK = 1
export CORE_AREA = 10 10 74 74
export DIE_AREA = 0 0 84 84
$ cat design/flow/constraint.sdc
current_design counter

set clk_period 4.9
set clk_io_pct 0.2

create_clock -name clk0 -period $clk_period [get_ports {osc_clk}]

set non_clock_inputs [all_inputs -no_clocks]
set_input_delay [expr $clk_period * $clk_io_pct] -clock clk0 $non_clock_inputs
set_output_delay [expr $clk_period * $clk_io_pct] -clock clk0 [all_outputs]
==> flow_summary.yaml <==
# yosys + openroad results
worst_setup_path:
  critical_path_depth: 1
  worstPathCellList: "clkdlybuf4s50_1"
  endpoint: "clock"
  r2r_slack_ns: 3.35
  cp_max_fo: 2
  cp-start-kind: "flop"
  critPathKind: "reg2out"
  cp-startpoint: "count[19]$_DFF_P_"
  cp.arrival_ns: 1.06
  critical-path-slowest-cell: "clkdlybuf4s50_1"
  reg2reg_depth: 5
  critical-path-top-delay-family: "buffers and inverters"
  worstPathRequired_ns: 3.92
  crit_buf_inv: 1
  r2r_start: "count[0]$_DFF_P_"
  worst_setup_path_end_kind: "primary output"
  r2r_end: "count[14]$_DFF_P_"
  max_stage_delay_ns: 0.46
power:
  vdd_drop_max_v: 0.0001696
  p_leak_nw: 0.3440
  powerDensity_nw_per_um2: 321.2
place:
  dp.cells: 121
  dp_hpwl_um: 773.2
  place_congestion: 0.7965
  io_buffer_count: 1
cts:
  ctsHoldBuffers: 0
  cts_sinks: 20
  cts_buffers: 3
  cts_setup_buffers: 0
  ctsLongestPathBuffers: 2
  htreeDepth: 1
  clock_tree.root_cell: "clkbuf_8"
  postCtsResizedCells: 0
  cts_tree: "built"
  clk_latency_ns: 0.25
  clk_pin_slew_worst_paths_ns: 0.07
route:
  num_vias: 459
  drc_errors: 0
  drt_iter0_drc: 17
  detail_route.wl_per_cell_um: 8.440
  antenna_cells: 0
  dr.pass1.iters: 2
  routed_wl_mm: 1.055
  viasPerCell: 3.672
  ant_nets: 0
final_layout:
  areaGrowthSynthToFinish_pct: 16.86
  final_cells: 125
  nFillCells: 429
  seqCellArea_um2: 400.4
  largest_reg_flops: 20
  combGateArea_um2: 349.1
  top_regs: "count (20)"
  max_flop_register: "count"
  drive_gt1_share_pct: 9.333
yosys:
  ys_cells: 70
  top_cell: "dfxtp_1"
  ys_area_um2: 757.0
  synth_area_um2: 757.0
  syn_area_per_cell_um2: 10.81
  yosys-top-cells-count: "dfxtp_1 (20), xnor2_1 (9), xor2_1 (9)"
  netlist.area_leader.share_pct: 52.89
  yosys_warnings: 1
  ys.flop_type: "dfxtp_1"
  syn_inst: 70
  yosysTopAreaCell: "dfxtp_1"
  numSynthFlops: 20
  async_reset_ff_share_pct: 0
  synth_cell_types: 16
  ys_seq_share_pct: 52.89
  area_leaders: "dfxtp_1 (53%), xnor2_1 (10%), xor2_1 (10%), nand3_1 (4.0%), nand2_1 (3.5%)"
  synth-edff-count: 0
floorplan:
  die_w_um: 84
  io_pins: 2
  die_y_um: 84
  die-area_um2: 7056
  core.rowCount: 23
  fp.coreArea_um2: 3971
  fp_util_pct: 19.06
global_routing:
  gr-total-overflow: 0
  antenna_found_initial: 0
  grt_pass1_vias: 464
  grt_first_pass_wirelength_mm: 1.959
  grtUsageTotal_pct: 3.119
  grt_max_degree: 12
timing:
  worstMarginPinSlew_ns: 0.2995
  rsz0062_at_grt: "false"
  drv_slew: 0
  min_period_over_period_pct: 41.61
  fmax_mhz: 490.4
  fin_skew_ns: 0.0002334
  min_period_ns: 2.039
  finalHoldViolCount: 0
  slew_headroom_pct: 79.85
  tns_ns: 0
  timing.hold.ws_ns: 0.4474
  setup_viol: 0
flow_run:
  maxCapViolations: 0
  warnings: 25
min_path:
  hold_path.class: "reg2reg"
outcome:
  status: "completed"
cell usage in the layout, fill, tap and decap left out:
cell type        instances
nor4_4                   1
nand3_1                  6
nor2_1                   5
nand4_1                  3
and4_1                   1
nor3_1                   1
nor3_2                   1
dfxtp_1                 20
ha_1                     1
clkbuf_8                 4
inv_1                    2
clkdlybuf4s50_1          1
nand2_1                  7
xor2_1                   9
nor4_1                   1
nand4_4                  1
and3_1                   2
xnor2_1                  9
report_power, final:
group          switching, W       total [W]  internal [W]
Combinational             0  0.000000000154             0
Sequential                0        0.000162      0.000162
Clock             0.0000504        0.000122     0.0000713
Total             0.0000504        0.000284      0.000234
layer usage:
| layer | vias up | GRT usage, % | part of all wire (%) |
|---|---|---|---|
| met3 | 2 | 1.476 | 4.0 |
| met4 | 0 | 0.3044 | 0.38 |
| met5 | - | 0 | 0 |
| met1 | 209 | 4.478 | 55 |
| li1 | 246 | - | - |
| met2 | 2 | 4.251 | 41 |
stage by stage:
stage          cell area [um2]   power, W  util, %  setup slack [ns]
2_1_floorplan            757.0  0.0001662        -             3.521
3_5_place_dp             829.5  0.0001662    20.89             3.122
5_1_grt                  884.6  0.0002948    22.27             2.803
4_1_cts                  884.6  0.0002869    22.27             2.840
3_3_place_gp             829.5  0.0001662    20.89             3.127
6_report                 884.6  0.0002841    22.27             2.861
cell families after synthesis:
logic type               count (synthesis)  synth area share (%)
AND/OR/NAND/NOR                         29                 23.64
adder cells (fa/ha/maj)                  1                 1.653
flip-flops                              20                 52.89
buffers and inverters                    2                0.9921
XOR/XNOR                                18                 20.83
cell type report:
| type | instances | area share (%) |
|---|---|---|
| Timing Repair Buffer | 1 | 1.132 |
| Sequential cell | 20 | 45.26 |
| Inverter | 2 | 0.8487 |
| Clock buffer | 4 | 6.223 |
| Tap cell | 50 | 7.072 |
| Multi-Input combinational cell | 48 | 39.46 |
worst min path at each step:
stage	startpoint	endpoint	slack [ns]	depth (start not counted)
4_1_cts	count[17]$_DFF_P_	count[17]$_DFF_P_	0.45	1
5_1_grt	count[0]$_DFF_P_	count[0]$_DFF_P_	0.47	1
6_report	count[0]$_DFF_P_	count[0]$_DFF_P_	0.45	1
No activity file was given, so power comes from the tool's default toggle rates.

===== run.sh =====
#!/bin/bash
# OpenROAD 26Q1-2900-gdf79404cd8, Yosys 0.63+post, stock flow scripts
make -C /OpenROAD-flow-scripts/flow DESIGN_CONFIG=/design/flow/config.mk WORK_HOME=/design/flow/orfs finish

===== config.mk =====
export PLATFORM = sky130hd
export DESIGN_NAME = Multiplier
export DESIGN_NICKNAME = Multiplier
export VERILOG_FILES = /design/flow/design.v
export SDC_FILE = /design/flow/constraint.sdc
export NUM_CORES = 4
export LEC_CHECK = 1
export CORE_AREA = 10 10 97 97
export DIE_AREA = 0 0 107 107

===== constraint.sdc =====
current_design Multiplier

set clk_period 2.3
set clk_io_pct 0.2

create_clock -name clk0 -period $clk_period [get_ports {clock}]

set non_clock_inputs [all_inputs -no_clocks]
set_input_delay [expr $clk_period * $clk_io_pct] -clock clk0 $non_clock_inputs
set_output_delay [expr $clk_period * $clk_io_pct] -clock clk0 [all_outputs]

===== design.v =====
module Adder#(parameter n = 4)(
    input logic[n-1:0] A, M,
    output logic[n-1:0] Sum,
    output logic C );
    assign {C, Sum} = {1'b0,A} + {1'b0,M};
endmodule
module Multiplier#(parameter n = 4)(
    input logic clock, start,
    input logic [n-1:0] M, Qin,
    output logic [2*n-1:0] AQ);
    logic add, shift, reset, ready, C, Q0;
    logic[n-1:0] Sum;
    Register REG(.*);
    Adder ADD(.A(AQ[2*n-1:n]), .M(M), .Sum(Sum), .C(C));
    Sequencer SEQ(.clock(clock), .start(start), .Q0(AQ[0]), .add(add), .shift(shift), .reset(reset), .ready(ready));
endmodule
module Register#(parameter n = 4)(
    input logic clock, reset, add, shift, C,
    input logic[n-1:0] Qin, Sum,
    output logic[n*2-1:0] AQ );
    logic Creg;  
    always_ff @( posedge clock )
        if( reset )
          begin
            Creg        <= 0;
            AQ[n*2-1:n] <= 0;
            AQ[n-1:0]   <= Qin;  
          end
        else if( add )  
          begin
            Creg <= C;
            AQ[n*2-1:n] <= Sum;
          end
        else if( shift )
          begin
            {Creg, AQ} <= {1'b0, Creg, AQ[n*2-1:1]};
          end
endmodule
module Sequencer#(parameter n = 4)(
    input logic clock, start, Q0,
    output logic add, shift, reset, ready,
    output logic[n-1:0] count);
    enum {IDLE, ADDING, SHIFTING, STOPPED} STATE;
    always_ff @( posedge clock )
    begin:seq
        case( STATE )
            IDLE:
            begin
                if( start )
                begin
                    STATE <= ADDING;
                    count <= n;
                end         
            end
            ADDING:
            begin
                count = count - 1;
                STATE <= SHIFTING;
            end  
            SHIFTING:
            begin
                if( count == 0)
                    STATE <= STOPPED;
                else
                    STATE <= ADDING;
            end  
            STOPPED:
            begin
                if( start )
                    STATE <= IDLE;
            end
        endcase
    end
    always_comb
    begin:comb
        reset   = 1'b0;
        add     = 1'b0;
        shift   = 1'b0;
        ready   = 1'b0;
        case( STATE )
            IDLE:
            begin
                reset = 1'b1;
            end
            ADDING:
            begin
                if( Q0 )
                    add = 1'b1;
            end
            SHIFTING:
            begin
                shift = 1'b1;
            end
            STOPPED:
            begin
                ready = 1'b1;
            end
	endcase
    end
endmodule

==> qor.yml <==
outcome: "complete, no violations"
synth-seq-cells: 17
num-fill-cells: 838
insertion_delay_ps: 250
rsz0062_at_grt: "no"
r2r_cells: 5
root_buffer: "clkbuf_8"
clock_sinks: 17
power.density_mw_per_mm2: 1240
arrival_ps: 1980
hold_path.startpoint: "SEQ.STATE[3]"
flop_cell: "edfxtp_1"
numCtsBuffers: 3
areaGrowthSynthToFinish_pct: 36.5
cp.required_ps: 2420
finalSetupViolations: 0
met1_length_um: 882
wl_um: 1850
hold_path.class: "reg -> reg"
grtUsageTotal_pct: 3.26
crit_path_max_fanout: 2
cts_tree: "done"
place.gp.congestion: 0.699
syn_area_per_cell_um2: 12.0
r2r_start: "REG.AQ[4]"
drt-initial-drc-count: 44
vias: 581
post_drt_via_cell_ratio: 3.11
ir_drop_uv: 504
worst_slew_pin_slew_ps: 497
tns_ps: 0
drv_slew: 0
critPathLaunchType: "primary input"
p_leak_nw: 0.440
syn_inst: 71
hold_depth: 0
period_needed_ps: 1860
period_used_pct: 80.9
cts_hold_buf: 0
dp.final_hpwl_um: 1430
insertedDiodeCount: 0
dr_wl_met2_um: 830
synthDistinctLibCells: 28
ys_seq_share_pct: 50.4
die_height_um: 107
wl_met3_um: 113
yosys_area_um2: 853
yosys_cells: 71
worstSetupStartpoint: "M[0]"
relSlewSlack_pct: 66.8
cts_buffer_depth: 2
grt_pass1_vias: 623
core_area_mm2: 0.00729
ant_nets: 0
grt_overflow: 0
cts_resized: 0
cts-htree-levels: 1
grt_max_degree: 13
fmax_mhz: 537
yosysWarnings: 2
die_w_um: 107
post_cts_buffers: 0
fin_area_mm2: 0.00116
path_clk_slew_ps: 70
wl_per_cell_um: 9.89
drv_cap: 0
edf_count: 9
portBuffers: 17
antenna_found_initial: 0
rows: 31
drive_above_1_share_pct: 14.8
async_reset_ff_share_pct: 0
crit_type: "in -> reg"
dpl_cell_area_mm2: 0.00112
warning_count: 25
drc: 0
num_io_pins: 18
dieArea_mm2: 0.0114
routed.top_layer: "met4"
initCoreUtil_pct: 11.7
drt_first_pass_iters: 4
grt_pass1_wl_um: 3010
synth_area_um2: 853
crit_path_end_kind: "flop"
fin_skew_ps: 6.78
finalHoldViolations: 0
-- power breakdown --
| group | internal (mW) | switching, mW |
|---|---|---|
| Sequential | 0.509 | 0.148 |
| Combinational | 0.343 | 0.221 |
| Clock | 0.120 | 0.0997 |
| Total | 0.972 | 0.469 |
-- through the flow --
step / cells / power, mW / setup slack, ps / util, % / hold slack (ps)
floorplan: 71 / 1.01 / 669 / - / 397
global placement: 183 / 1.23 / 186 / 15.3 / 414
detailed placement: 183 / 1.23 / 164 / 15.3 / 422
CTS: 187 / 1.46 / 437 / 16.0 / 441
global route: 187 / 1.56 / 376 / 16.0 / 464
finish: 187 / 1.44 / 439 / 16.0 / 443
-- cells in the final DEF, fill, tap and decap left out --
cell	synthesis	routed
edfxtp_1	9	9
ha_1	5	5
a21oi_1	2	2
clkdlybuf4s50_1	0	17
clkbuf_8	0	3
nor2b_1	2	2
a21o_1	1	1
nand2_1	4	4
nor2_1	4	4
o22ai_1	1	1
dfxtp_1	8	8
nand3_1	2	2
and2_1	1	1
a311oi_1	1	1
mux2i_1	3	3
a22o_2	1	1
a31o_1	1	1
nor3_1	1	1
nand2b_4	1	1
or3b_2	1	1
a21o_2	1	1
fa_1	1	1
xnor2_1	1	1
clkinv_2	0	1
mux2_2	5	5
inv_1	4	4
xor2_1	2	2
a211oi_1	5	5
-- state kept, by name, summed over array words and instances (netlist names), named ones only --
signal     flops
REG.Creg       1
SEQ.count      4
REG.AQ         8
SEQ.STATE      3
-- cells in the mapped netlist, types with 3 or more instances --
| library cell | instances | area share, % |
|---|---|---|
| a211oi_1 | 5 | 4.4 |
| nor2_1 | 4 | 1.8 |
| nand2_1 | 4 | 1.8 |
| dfxtp_1 | 8 | 19 |
| inv_1 | 4 | 1.8 |
| mux2i_1 | 3 | 3.5 |
| mux2_2 | 5 | 6.6 |
| edfxtp_1 | 9 | 32 |
| ha_1 | 5 | 7.3 |
-- final timing paths --
check,to,slack [ps]
max reg2reg,REG.Creg,710
min,flop,440
min reg2reg,flop,440
max,REG.Creg,440
-- critical path, stage by stage --
cell             delay [ps]
clkdlybuf4s50_1         410
ha_1                    220
fa_1                    400
a21o_1                  190
a211oi_1                220
a211oi_1                 70
-- cell type report --
cell class              count  area, um^2  share of cell area (%)
flip-flops and latches     17         430                    36.9
multi-input cells          46         379                    32.5
repair buffers             17         170                    14.6
well taps                  99         124                    10.6
clock buffers               3        41.3                    3.54
inverters                   4        15.0                    1.29
clock inverters             1        5.00                   0.430
-- kinds of logic (layout without fill, tap and decap cells) --
group | count (synthesis) | after routing | share of synthesized area [%]
mux | 8 | 8 | 10.1
flops | 17 | 17 | 50.4
compound gates | 13 | 13 | 11.4
buf+inv | 8 | 25 | 5.13
xor+xnor | 3 | 3 | 3.08
fa+ha+maj | 6 | 6 | 9.68
simple gates | 16 | 16 | 10.1
-- layer usage --
metal / vias up / track usage, %
met2: 12 / 5.18
met1: 274 / 4.14
li1: 291 / -
met5: - / 0
met4: 0 / 0.387
met3: 4 / 1.39
Power figures rest on the tool's default switching activity, not on a simulated workload.
